===== design/flow/run.sh =====
#!/bin/bash
# OpenROAD 26Q1-2900-gdf79404cd8, Yosys 0.63+post, stock flow scripts
make -C /OpenROAD-flow-scripts/flow DESIGN_CONFIG=/design/flow/config.mk WORK_HOME=/design/flow/orfs finish

===== design/flow/config.mk =====
export PLATFORM = sky130hd
export DESIGN_NAME = exportS_div
export DESIGN_NICKNAME = exportS_div
export VERILOG_FILES = /design/flow/design.v
export SDC_FILE = /design/flow/constraint.sdc
export NUM_CORES = 4
export LEC_CHECK = 1
export CORE_AREA = 10 10 83 83
export DIE_AREA = 0 0 93 93

===== design/flow/constraint.sdc =====
current_design exportS_div

set clk_period 7.6
set clk_io_pct 0.2

create_clock -name clk0 -period $clk_period

set non_clock_inputs [all_inputs -no_clocks]
set_input_delay [expr $clk_period * $clk_io_pct] -clock clk0 $non_clock_inputs
set_output_delay [expr $clk_period * $clk_io_pct] -clock clk0 [all_outputs]

===== design/flow/design.v =====
module checkspecial(flagInf,flagNaN,flagZero,in);
output	flagZero,flagInf, flagNaN;
input	[31:0]in;
wire	zeroFrac,oneExp;
assign	flagZero=~in[0]&~in[1]&~in[2]&~in[3]&~in[4]&~in[5]&~in[6]&~in[7]
	       &~in[8]&~in[9]&~in[10]&~in[11]&~in[12]&~in[13]&~in[14]&~in[15]
	       &~in[16]&~in[17]&~in[18]&~in[19]&~in[20]&~in[21]&~in[22]&~in[23]
	       &~in[24]&~in[25]&~in[26]&~in[27]&~in[28]&~in[29]&~in[30];
assign	zeroFrac=~in[0]&~in[1]&~in[2]&~in[3]&~in[4]&~in[5]&~in[6]&~in[7]
	       &~in[8]&~in[9]&~in[10]&~in[11]&~in[12]&~in[13]&~in[14]&~in[15]
	       &~in[16]&~in[17]&~in[18]&~in[19]&~in[20]&~in[21]&~in[22];
assign	oneExp=in[23]&in[24]&in[25]&in[26]&in[27]&in[28]&in[29]&in[30];
assign	flagNaN=(oneExp==1&&zeroFrac==0)?1:0;
assign	flagInf=(zeroFrac&oneExp)?1:0;
endmodule
module exportS_addsub(S,A,B,ansS);
output	[31:0]S;
input   [31:0]A,B,ansS;
reg	[31:0]S;
wire	flagNaNA,flagInfA,flag0A,flagNaNB,flagInfB,flag0B;
checkspecial	checkA(.flagInf(flagInfA),.flagNaN(flagNaNA),.flagZero(flag0A),.in(A));
checkspecial	checkB(.flagInf(flagInfB),.flagNaN(flagNaNB),.flagZero(flag0B),.in(B));
always@(A or B or ansS)
begin
	case ({flagInfA,flagInfB,flagNaNA,flagNaNB,flag0A,flag0B})
	6'b10_00_00, 6'b00_00_01:	S=A;			 
	6'b01_00_00, 6'b00_00_10:	S=B;			 
	6'b00_10_00, 6'b00_01_00, 6'b00_11_00:	S=32'h7FFFFFFF;  
	6'b11_00_00:  						 
			if (B[31])  S=32'h7FFFFFFF;		 
			else        S=A;			 
	6'b00_00_11:  	S=32'h00000000;				 
	default: S=ansS;
	endcase
end
endmodule
module exportS_mult(S,A,B,ansS);
output	[31:0]S;
input   [31:0]A,B,ansS;
reg	[31:0]S;
wire	flagNaNA,flagInfA,flag0A,flagNaNB,flagInfB,flag0B;
checkspecial	checkA(.flagInf(flagInfA),.flagNaN(flagNaNA),.flagZero(flag0A),.in(A));
checkspecial	checkB(.flagInf(flagInfB),.flagNaN(flagNaNB),.flagZero(flag0B),.in(B));
always@(A or B or ansS)
begin
	case ({flagInfA,flagInfB,flagNaNA,flagNaNB,flag0A,flag0B})
	6'b10_00_00, 6'b01_00_00:	S={ansS[31],31'h7f800000};	 
	6'b00_00_10, 6'b00_00_01, 6'b00_00_11:	S=32'h00000000;		 
	6'b00_10_00, 6'b00_01_00, 6'b00_11_00:	S=32'h7FFFFFFF; 	 
	6'b10_00_01, 6'b01_00_10:  	        S=32'h7FFFFFFF;		 
	default: S=ansS;
	endcase
end
endmodule
module exportS_div(S,A,B,ansS);
output	[31:0]S;
input   [31:0]A,B,ansS;
reg	[31:0]S;
wire	flagNaNA,flagInfA,flag0A,flagNaNB,flagInfB,flag0B;
checkspecial	checkA(.flagInf(flagInfA),.flagNaN(flagNaNA),.flagZero(flag0A),.in(A));
checkspecial	checkB(.flagInf(flagInfB),.flagNaN(flagNaNB),.flagZero(flag0B),.in(B));
always@(A or B or ansS)
begin
	case ({flagInfA,flagInfB,flagNaNA,flagNaNB,flag0A,flag0B})
	6'b00_00_01, 6'b10_00_00:	S={ansS[31],31'h7f800000};	 
	6'b00_00_10, 6'b01_00_00:	S=32'h00000000;		         
	6'b00_10_00, 6'b00_01_00, 6'b00_11_00:	S=32'h7FFFFFFF; 	 
	6'b11_00_00, 6'b00_00_11:  	        S=32'h7FFFFFFF;		 
	default: S=ansS;
	endcase
end
endmodule

==> changes_impl.md <==
## Implementation

* Setup TNS at 0 ps
* Placed cell area at 2000 sq um
* Number of cell rows at 26
* DR DRC count at 0
* Fin. max-slew vios at 0
* Vias in the first global route at 1389
* Routed vias at between 1000 and 1500
* Total gr overflow at 0
* Critical path origin: B[21]
* Worst slew margin at 0.728
* Achievable Freq at 178 MHz
* First-pass GRT wire length at 6640 um
* Post_cts resized at 0
* Die X at 93 um
* PortBufs at 126
* Chip area in the Yosys report at around 660 sq um
* Synthesized netlist cell count at approximately 94
* Drt pass-1 iters at 3
* Setup bufs post-CTS at 0
* Measured slew at the worst slew-check pin at between 400 and 500 ps
* Final period utilization at 0.737
* Area occupied by registers at 0 sq um
* Fin cells at 288
* P per Cell Area at 39.5 nW/um^2
* Antenna viol nets, final at 0
* Tally of OpenROAD warnings at 34
* Layout area overhead at 202%
* Final instance area at 2000 sq um
* Hpwl dp at about 3800 um
* Tmin final at 5600 ps
* HP Start: ansS[31]
* Routed len/inst at 14.6 um
* WP data arrival at a little over 4000 ps
* Share of cells above drive strength 1 at 0.0642
* Startpoint types: input port
* Yosys cell count at 94
* Core Area at 5140 sq um
* Pin count of the biggest net entering global routing at 25
* PnR worst setup slack at 2000 ps
* Initial antenna violation count at 0
* IR drop worst, VDD at 0.0164 mV
* Detailed Route Iter0 Violations at 18
* Synth top cell by count: a21o_1
* Setup violators final at 0
* Worst-path fanout max at 23
* Synth unique cells at 32
* Ports at 128
* Average size of a mapped cell at roughly 7.0 sq um
* Final hold vios at 0
* Min-delay worst type: input port to output port
* Clock buffer cells at 0
* Hold Path Stages at 4
* Req. time, crit path at 6080 ps
* Status: finished clean
* RSZ-0062 raised after global routing: false
* Post-cts hold buffer count at 0
* Pwr Total at 0.0789 mW
* Die area at 8650 sq um
* GRT Util Overall at 0.0913
* Register area share after synthesis at 0
* Fp_density at 0.129
* Placer Congestion at 0.854
* Dpl cells at roughly 290
* Ant. Diodes at 0
* Vias per cell at 4.37
* Crit path kind: input port to output port
* Sequential cells at 0
* Commonest cells post-synth: 28 x a21o_1, 14 x nor4_1, 7 x nand2_1
* DP Worst Slack at roughly 2000 ps
* Leakage at 0.801 nW
* Final wirelength at 4200 um
* Warnings from Yosys at 1
* Post-synth top area cell: a21o_1
* Max Cap Viol at 0
* Post-Synthesis Cell Area at 661 sq um
* Synth area leaders: a21o_1 32%, nor4_1 13%, nand4_1 5.7%
* Top cell area share at 0.318
* DIE HEIGHT at 93 um
* Endpoint class of the critical path: output port
==> cells in the final DEF, fill, tap and decap left out, types with 2 or more instances in the layout <==
cell type        count
nand4_1              6
nand2_1              7
nor3_1               4
nor2_1               4
a21o_1              28
a21o_2               3
or2_1                2
nor4_1              14
clkdlybuf4s50_1    126
buf_4                3
==> power breakdown <==
group / switching (mW) / total (mW) / leakage [nW] / internal (mW)
registers: 0 / 0 / 0 / 0
clock network: 0 / 0 / 0 / 0
logic: 0.0138 / 0.0789 / 0.801 / 0.0651
==> routing by layer <==
layer / up-vias / wire length [um] / GRT usage
li1: 629 / - / -
met1: 557 / 1750 / 0.108
met2: 72 / 1900 / 0.154
met3: 0 / 553 / 0.0468
met4: 0 / 0 / 0
met5: - / 0 / 0
==> stage by stage <==
stage	hold WS [ps]	utilization
final	3960	0.388
after global routing	3980	0.388
after CTS	3950	0.388
after detailed placement	3950	0.388
after global placement	3960	0.388
after floorplan	3100	-
==> worst paths after layout <==
path,slack [ps],endpoint
max,2000,S[1]
min,3960,S[31]
==> layout make-up <==
cell class / instances / area [sq um]
Timing Repair Buffer: 129 / 1280
Fill cell: 557 / 3140
Tap cell: 70 / 87.6
Inverter: 1 / 3.75
Multi-Input combinational cell: 88 / 621
==> logic make-up after synthesis <==
family          after synthesis  share of synthesized area
compound gates               42                      0.511
xor+xnor                      1                     0.0133
buf+inv                       6                     0.0606
mux                           1                     0.0152
simple gates                 44                      0.400
==> critical path, stage by stage <==
cell and delay [ps]:
clkdlybuf4s50_1 400, nor4_1 280, nand4_1 290, nor3_2 310
mux2i_1 150, a221oi_4 190, buf_4 290, a21o_2 170
clkdlybuf4s50_1 480
Power is estimated from default activity; no workload was simulated.
